==> flow/config.mk <==
export PLATFORM = sky130hd
export DESIGN_NAME = axi_lite_interface
export DESIGN_NICKNAME = axi_lite_interface
export VERILOG_FILES = /design/flow/design.v
export SDC_FILE = /design/flow/constraint.sdc
export NUM_CORES = 4
export LEC_CHECK = 1
export CORE_AREA = 10 10 454 454
export DIE_AREA = 0 0 464 464
==> flow/constraint.sdc <==
current_design axi_lite_interface

set clk_period 13.3
set clk_io_pct 0.2

create_clock -name clk0 -period $clk_period [get_ports {clk}]

set non_clock_inputs [all_inputs -no_clocks]
set_input_delay [expr $clk_period * $clk_io_pct] -clock clk0 $non_clock_inputs
set_output_delay [expr $clk_period * $clk_io_pct] -clock clk0 [all_outputs]
==> flow/design.v <==
`timescale 1ns / 1ps
module axi_lite_interface #(
    parameter int ADDR_WIDTH = 32,
    parameter int DATA_WIDTH = 32,
    parameter int NUM_REGISTERS = 16
) (
    input  logic                   clk,
    input  logic                   rst_n,
    input  logic                   s_axil_awvalid,
    output logic                   s_axil_awready,
    input  logic [ADDR_WIDTH-1:0]  s_axil_awaddr,
    input  logic                   s_axil_wvalid,
    output logic                   s_axil_wready,
    input  logic [DATA_WIDTH-1:0]  s_axil_wdata,
    output logic                   s_axil_bvalid,
    input  logic                   s_axil_bready,
    output logic [1:0]             s_axil_bresp,
    input  logic                   s_axil_arvalid,
    output logic                   s_axil_arready,
    input  logic [ADDR_WIDTH-1:0]  s_axil_araddr,
    output logic                   s_axil_rvalid,
    input  logic                   s_axil_rready,
    output logic [DATA_WIDTH-1:0]  s_axil_rdata,
    output logic [1:0]             s_axil_rresp,
    output logic [NUM_REGISTERS-1:0][DATA_WIDTH-1:0] registers_out,
    input  logic [NUM_REGISTERS-1:0][DATA_WIDTH-1:0] registers_in,
    output logic [NUM_REGISTERS-1:0] register_write_strobe
);
    typedef enum logic [2:0] {
        AXI_IDLE,
        AXI_WRITE_ADDR,
        AXI_WRITE_DATA,
        AXI_WRITE_RESP,
        AXI_READ_ADDR,
        AXI_READ_DATA
    } axi_state_t;
    axi_state_t current_state, next_state;
    logic [ADDR_WIDTH-1:0] write_addr, read_addr;
    logic [DATA_WIDTH-1:0] write_data;
    logic [$clog2(NUM_REGISTERS)-1:0] write_reg_index, read_reg_index;
    always_ff @(posedge clk or negedge rst_n) begin
        if (!rst_n) begin
            current_state <= AXI_IDLE;
            write_addr <= '0;
            read_addr <= '0;
            write_data <= '0;
            write_reg_index <= '0;
            read_reg_index <= '0;
            s_axil_awready <= 1'b0;
            s_axil_wready <= 1'b0;
            s_axil_bvalid <= 1'b0;
            s_axil_bresp <= 2'b00;
            s_axil_arready <= 1'b0;
            s_axil_rvalid <= 1'b0;
            s_axil_rdata <= '0;
            s_axil_rresp <= 2'b00;
            for (int i = 0; i < NUM_REGISTERS; i++) begin
                registers_out[i] <= '0;
                register_write_strobe[i] <= 1'b0;
            end
        end else begin
            current_state <= next_state;
            for (int i = 0; i < NUM_REGISTERS; i++) begin
                register_write_strobe[i] <= 1'b0;
            end
            case (current_state)
                AXI_IDLE: begin
                    s_axil_awready <= 1'b1;
                    s_axil_arready <= 1'b1;
                    s_axil_wready <= 1'b0;
                    s_axil_bvalid <= 1'b0;
                    s_axil_rvalid <= 1'b0;
                    if (s_axil_awvalid && s_axil_awready) begin
                        write_addr <= s_axil_awaddr;
                        write_reg_index <= s_axil_awaddr[$clog2(NUM_REGISTERS)+1:2];  
                        s_axil_awready <= 1'b0;
                    end
                    if (s_axil_arvalid && s_axil_arready) begin
                        read_addr <= s_axil_araddr;
                        read_reg_index <= s_axil_araddr[$clog2(NUM_REGISTERS)+1:2];  
                        s_axil_arready <= 1'b0;
                    end
                end
                AXI_WRITE_ADDR: begin
                    s_axil_wready <= 1'b1;
                    if (s_axil_wvalid && s_axil_wready) begin
                        write_data <= s_axil_wdata;
                        s_axil_wready <= 1'b0;
                    end
                end
                AXI_WRITE_DATA: begin
                    if (write_reg_index < NUM_REGISTERS) begin
                        registers_out[write_reg_index] <= write_data;
                        register_write_strobe[write_reg_index] <= 1'b1;
                    end
                    s_axil_bvalid <= 1'b1;
                    s_axil_bresp <= 2'b00;   
                end
                AXI_WRITE_RESP: begin
                    if (s_axil_bready) begin
                        s_axil_bvalid <= 1'b0;
                    end
                end
                AXI_READ_ADDR: begin
                    if (read_reg_index < NUM_REGISTERS) begin
                        s_axil_rdata <= registers_in[read_reg_index];
                        s_axil_rresp <= 2'b00;   
                    end else begin
                        s_axil_rdata <= 32'h0;
                        s_axil_rresp <= 2'b10;   
                    end
                    s_axil_rvalid <= 1'b1;
                end
                AXI_READ_DATA: begin
                    if (s_axil_rready) begin
                        s_axil_rvalid <= 1'b0;
                    end
                end
            endcase
        end
    end
    always_comb begin
        next_state = current_state;
        case (current_state)
            AXI_IDLE: begin
                if (s_axil_awvalid && s_axil_awready) begin
                    next_state = AXI_WRITE_ADDR;
                end else if (s_axil_arvalid && s_axil_arready) begin
                    next_state = AXI_READ_ADDR;
                end
            end
            AXI_WRITE_ADDR: begin
                if (s_axil_wvalid && s_axil_wready) begin
                    next_state = AXI_WRITE_DATA;
                end
            end
            AXI_WRITE_DATA: begin
                next_state = AXI_WRITE_RESP;
            end
            AXI_WRITE_RESP: begin
                if (s_axil_bready && s_axil_bvalid) begin
                    next_state = AXI_IDLE;
                end
            end
            AXI_READ_ADDR: begin
                next_state = AXI_READ_DATA;
            end
            AXI_READ_DATA: begin
                if (s_axil_rready && s_axil_rvalid) begin
                    next_state = AXI_IDLE;
                end
            end
            default: next_state = AXI_IDLE;
        endcase
    end
endmodule
==> flow/run.sh <==
#!/bin/bash
# OpenROAD 26Q1-2900-gdf79404cd8, Yosys 0.63+post, stock flow scripts
make -C /OpenROAD-flow-scripts/flow DESIGN_CONFIG=/design/flow/config.mk WORK_HOME=/design/flow/orfs finish
==> reports/metrics.yaml <==
run:
  maxCapViolations: 0
  warnings: 84
critical_path:
  critical_path_arrival_ps: 5780
  cp.required_ps: 14050
  start_kind: "input port"
  critPathKind: "input port to async pin"
  critPathMaxFanout: 90
  end_kind: "async pin"
sta:
  setup_ws_ps: 8270
  worstMarginPinSlew_ps: 811
  maxSlewViolCount: 0
  setup_viol_count_final: 0
  hold_violations: 0
  fin_hold_ws_ps: 493
  rsz0062_at_grt: "no"
  max_slew_margin_pct: 45.9
  period_minus_slack_ps: 5030
  setup_tns_ps: 0
  skew_ps: 58.9
  period_used_pct: 37.8
  fmax_mhz: 199
power_and_ir_drop:
  irDropWorstVdd_uv: 106
  power_density_mw_per_mm2: 97.8
  fin_total_pwr_mw: 4.24
  leakage_nw: 18.2
synthesis:
  syn_area_mm2: 0.0263
  syn_inst: 1681
  ys_types: 40
  ys_ff: 611
  ff_type: "dfrtp_1"
  synth.avg_cell_area_um2: 15.6
  ys_top_cells_by_count: "dfrtp_1 (610), mux2_2 (353), a22o_1 (218), mux4_2 (128), clkbuf_1 (97)"
  yosys_area_mm2: 0.0263
  top_area_cell: "dfrtp_1"
  yosys_warnings: 1
  ys_seq_share_pct: 58.1
  synth_top_cell_by_count: "dfrtp_1"
  synth_top_area_share_pct: 58.0
  topCellsByArea: "dfrtp_1 (58%), mux2_2 (15%), mux4_2 (11%)"
  edf_count: 0
  ys_cells: 1681
  async_flop_share_pct: 100
final_layout:
  layout-drive-gt1-share_pct: 25.4
  area_delta_synth_final_pct: 65.0
  fill_cells: 20700
floorplan:
  die_h_um: 464
  fp_util_pct: 13.5
  boundaryPins: 1184
  die_area_mm2: 0.215
  num_rows: 162
  core_area_mm2: 0.195
  die-width_um: 464
clock_network:
  cts_buffers: 73
  postCtsSetupRepairBufs: 0
  clk_latency_ps: 710
  cts_sinks: 611
  cts-hold-fix-buffers: 0
  cts.htree.levels: 3
  clk_pin_slew_ps: 60
  clock_path_buffers: 3
  cts_root_buffer: "clkbuf_16"
  cts_resized: 0
  cts_tree: "built"
placed_design:
  dp_hpwl_um: 142000
  portBuffers: 1123
  gp_congestion: 0.962
  place_ws_ps: 7430
detailed_routing:
  drc: 0
  drtIter0Drc: 1234
  viasPerCell: 3.88
  drt-pass1-iter-count: 5
  wl_per_cell_um: 32.0
  finalWirelength_um: 176000
  vias: 21400
  drt.antenna.violating_nets: 0
global_routing:
  grt_pass1_vias: 22400
  grt_pass1_wl_um: 230000
  grt_max_degree: 91
  antenna_found_initial: 79
  grt-ovfl-total: 0
  grt_usage_pct: 16.2
run_status:
  outcome: "finished, final reports clean"
worst_hold_path:
  hold_class: "register to register"
## stage by stage
step | utilization, % | cells | instance area [um2]
floorplan | - | 1684 | 26300
global placement | 20.9 | 5357 | 40900
detailed placement | 20.9 | 5357 | 40900
CTS | 22.2 | 5490 | 43400
global route | 22.2 | 5500 | 43400
finish | 22.2 | 5508 | 43400
## layout by cell type, fill, tap and decap left out, types with 7 or more instances in the layout
master,instances
and2_1,13
buf_4,83
diode_2,18
o22ai_1,64
a21oi_1,36
clkbuf_8,10
clkbuf_16,73
nand2_2,12
mux2_4,12
a22o_1,218
clkbuf_1,20
nand2_1,10
bufinv_16,7
dfrtp_1,606
mux4_2,128
mux2_2,353
clkdlybuf4s50_1,1122
clkinv_2,7
## routing by layer
layer / global-route usage (%) / wire [um] / up-vias
met5: 0 / 204 / -
met4: 3.35 / 4490 / 34
met3: 7.44 / 18800 / 250
met2: 26.8 / 85800 / 1172
met1: 19.3 / 66900 / 11200
li1: - / - / 8727
## cell families after synthesis
logic type               after synthesis  synth area share, %
flip-flops                           611                 58.1
adder cells (fa/ha/maj)                5                0.238
XOR/XNOR                               1                0.105
other                                  1               0.0143
AND/OR/NAND/NOR                       71                 1.74
multiplexers                         496                 26.9
AND-OR/OR-AND                        332                 10.1
buffers and inverters                164                 2.79
## worst max-delay path, cell delays in order
cell and delay [ps]:
buf_8 510, buf_4 520, buf_4 670, buf_4 650, buf_4 600
## path summary, 6_finish.rpt
| path | cells past startpoint | slack (ps) | to | start |
|---|---|---|---|---|
| worst max-delay path | 5 | 8270 | registers_out[301] | rst_n |
| worst min register to register | 1 | 490 | registers_out[232] | registers_out[232] |
| min in group asynchronous | 1 | 1990 | registers_out[280] | rst_n |
| worst min-delay path | 1 | 490 | registers_out[232] | registers_out[232] |
| worst max register to register | 8 | 9260 | registers_out[484] | write_reg_index[0] |
| max in group clk0 | 1 | 8740 | s_axil_rdata[31] | s_axil_rdata[31] |
## state kept, by name, indices dropped and copies added, names as in the netlist, 4 cells and up
signal                 flops
current_state              6
s_axil_rdata              32
registers_out            512
read_reg_index             4
register_write_strobe     16
write_data                32
write_reg_index            4
## where the power goes
group          internal (mW)  switching, mW  total [mW]  leakage [nW]
Combinational          0.177         0.0962       0.273          8.44
Sequential              1.86              0        1.86          8.52
Clock                   1.23          0.886        2.11          1.21
Total                   3.26          0.982        4.24          18.2
## area by class of cell
class | count | area, um2 | area share, %
antenna | 18 | 45.0 | 0.104
clock buffer | 103 | 2040 | 4.70
clock inverter | 30 | 468 | 1.08
inverter | 6 | 22.5 | 0.0519
multi-input combinational | 909 | 10300 | 23.8
sequential | 611 | 15300 | 35.3
tap | 2624 | 3280 | 7.56
timing repair buffer | 1207 | 11900 | 27.4
Power is estimated from default activity; no workload was simulated.
